==> ./design.v <==
`timescale 1ns / 1ps
module memory#(parameter DATA_WIDTH = 8,parameter ADDR_LENTH = 16)(addr,data);
	input [DATA_WIDTH-1:0] addr;
    output reg[DATA_WIDTH-1:0] data;
    reg [DATA_WIDTH-1:0] list[ADDR_LENTH-1:0];
    initial
    begin
        data=0;
        list[0]=8'h00000003;
        list[1]=8'h00000002;
        list[2]=8'h00000000;
        list[3]=8'h00000007;
        list[4]=8'h00000004;
        list[5]=8'h00000000;
        list[6]=8'h00000000;
        list[7]=8'h0000000b;
        list[8]=8'h00000006;
        list[9]=8'h00000000;
        list[10]=8'h00000000;
        list[11]=8'h00000000;
        list[12]=8'h00000008;
        list[13]=8'h00000000;
        list[14]=8'h00000000;
        list[15]=8'h00000000;
    end
    always@(addr) begin
        data<=list[addr];
    end
endmodule
==> ./run.sh <==
#!/bin/bash
# OpenROAD 26Q1-2900-gdf79404cd8, Yosys 0.63+post, stock flow scripts
make -C /OpenROAD-flow-scripts/flow DESIGN_CONFIG=/design/flow/config.mk WORK_HOME=/design/flow/orfs finish
==> ./config.mk <==
export PLATFORM = sky130hd
export DESIGN_NAME = memory
export DESIGN_NICKNAME = memory
export VERILOG_FILES = /design/flow/design.v
export SDC_FILE = /design/flow/constraint.sdc
export NUM_CORES = 4
export LEC_CHECK = 1
export CORE_AREA = 10 10 70 70
export DIE_AREA = 0 0 80 80
==> ./constraint.sdc <==
current_design memory

set clk_period 1.2
set clk_io_pct 0.2

create_clock -name clk0 -period $clk_period

set non_clock_inputs [all_inputs -no_clocks]
set_input_delay [expr $clk_period * $clk_io_pct] -clock clk0 $non_clock_inputs
set_output_delay [expr $clk_period * $clk_io_pct] -clock clk0 [all_outputs]
==> flow_summary.yaml <==
# implementation run metrics
status:
  status: "finished, violations left"
  violations: "negative setup slack"
sta:
  finalHoldViolations: 0
  slew_viol_final: 0
  rsz0062_at_grt: "true"
  fmax_ghz: 0.801
  setup_viol: 1
  period_needed_ps: 1250
  fin_ws_ps: -48.9
  finalClockPeriodUsage_pct: 104
  hold_slack_ps: 867
layout:
  fillers: 391
  area.growth.synth_to_final_pct: 115
  flop_area_um2: 0
  design.seq.count: 0
  drive_gt1_share_pct: 60.6
  stdcell_area_um2: 369
  clkbuf_count: 0
grt:
  grt_use_total_pct: 1.36
  grt_pass1_wl_um: 800
  busiest_layer: "met2"
  grt_overflow: 0
  use_met2_pct: 2.33
  grt_max_degree: 7
  first_global_vias: 185
  antenna_found_initial: 0
  grt_util_met3_pct: 0.455
  grt_util_met1_pct: 1.71
floorplanning:
  core-area_mm2: 0.00342
  io_pins: 16
  chip_area_mm2: 0.00640
  die_w_um: 80
  fp_util_pct: 5.02
  rows: 21
  die_y_um: 80
routing:
  via_per_inst: 2.22
  antennaDiodeCount: 0
  drtIter0Drc: 0
  routed_wl_um: 446
  num_vias: 175
  drtAntennaViolNets: 0
  drc: 0
  drtPass1Iterations: 1
  post_drt_wl_per_cell_um: 5.65
clock_tree:
  post_cts_buffers: 0
  postCtsHoldBufs: 0
worst_setup_path:
  criticalPathCategory: "primary input to output pin"
  crit_chain: "buf_8 > inv_4 > ha_4 > or2_1 > a21oi_2 > buf_2"
  setup.worst_path.start_class: "primary input"
  worstPathArrival_ps: 1010
  required_ps: 960
  slowest_stage: "or2_1"
  worstPathMaxFanout: 2
  slowest_delay_ps: 220
  worstSetupEndpointType: "output pin"
synth:
  syn_area_um2: 171
  synth.top_cell.area_share_pct: 29.2
  ys_cells: 22
  yosys_area_um2: 171
  yosys_warnings: 1
  syn_area_per_cell_um2: 7.79
  syn_inst: 22
  yosys.cell_types.count: 13
  synthTopCellsByArea: "ha_1 29%, buf_4 18%, mux2i_1 12%"
  synth.largest_area_cell: "ha_1"
  synthTopCellsByCount: "4 x buf_4, 4 x ha_1, 2 x inv_1, 2 x mux2i_1, 2 x nor2b_1"
  postSynthSeqShare_pct: 0
power_and_ir_drop:
  p_leak_nw: 0.149
  power_frac_clock_pct: 0
  fin_total_pwr_w: 0.0000834
  p_int_w: 0.0000497
  switching_power_w: 0.0000337
  ir_drop_v: 0.0000208
  power.density_mw_per_mm2: 226
  swShare_pct: 40.4
  pwr-share-seq_pct: 0
  p_comb_share_pct: 100.0
run:
  warnings: 41
  maxCapViolCount: 0
place:
  dp_slack_ps: -958
  dpl-instance-area_um2: 320
  place.gp.congestion: 0.698
  portBuffers: 8
worst_hold_path:
  hp-class: "primary input to output pin"
==> power groups by stage <==
stage / registers [W] / logic, W / clock network, W
4_1_cts: 0 / 0.0000823 / 0
5_1_grt: 0 / 0.0000946 / 0
6_report: 0 / 0.0000834 / 0
==> worst paths after layout <==
path / from / endpoint / slack (ps) / depth (start not counted)
max: addr[1] / data[0] / -50 / 6
min: addr[3] / data[0] / 870 / 3
==> layout make-up <==
cell class                      instances  area (µm²)  share of cell area [%]
Timing Repair Buffer                   12         110                    29.8
Inverter                                2        12.5                    3.39
Multi-Input combinational cell         19         189                    51.2
Tap cell                               46        57.6                    15.6
==> stage by stage <==
| step | util [%] | cells | setup TNS [ps] |
|---|---|---|---|
| 2_1_floorplan | - | 25 | 0 |
| 3_3_place_gp | 9.38 | 79 | -3170 |
| 3_5_place_dp | 9.38 | 79 | -3170 |
| 4_1_cts | 10.7 | 79 | -59.3 |
| 5_1_grt | 10.8 | 79 | -178 |
| 6_report | 10.8 | 79 | -48.9 |
==> worst max-delay path: cells and delay by family <==
family                   cells  cell delay (ps)
AND-OR/OR-AND                1              110
AND/OR/NAND/NOR              1              220
adder cells (fa/ha/maj)      1              190
buffers and inverters        3              250
==> cells by family (layout without fill, tap and decap cells) <==
group,Yosys count,count (layout),synth area share [%]
AND/OR/NAND/NOR,6,6,21.9
multiplexers,2,2,11.7
adder cells (fa/ha/maj),4,4,29.2
AND-OR/OR-AND,3,3,13.1
buffers and inverters,6,14,21.9
other,1,4,2.19
==> what timing repair did <==
action,4_1_cts,5_1_grt
cloned,0,0
gates resized,41,3
endpoints found under the setup margin,4,4
pin swaps,4,1
==> layout by cell type (no fill, tap or decap), drive strengths merged <==
master         Yosys  routed
o31ai              1       1
mux2i              2       2
nand2              1       1
ha                 4       4
nand3b             1       1
nor2b              2       2
inv                2       2
o21ai              1       1
clkdlybuf4s15      0       2
or2                1       1
clkbuf             0       1
and2b              1       1
buf                4       9
a21oi              1       1
conb               1       4
==> layer usage <==
metal,up-vias,routed length [µm]
met5,-,0
met4,0,0
met3,0,70
met2,10,176
met1,79,199
li1,86,-
Power figures rest on the tool's default switching activity, not on a simulated workload.
